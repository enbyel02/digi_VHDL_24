**./run.sh**
```bash
#!/bin/bash
# OpenROAD 26Q1-2900-gdf79404cd8, Yosys 0.63+post, stock flow scripts
make -C /OpenROAD-flow-scripts/flow DESIGN_CONFIG=/design/flow/config.mk WORK_HOME=/design/flow/orfs finish
```
**./config.mk**
```make
export PLATFORM = sky130hd
export DESIGN_NAME = pipeline
export DESIGN_NICKNAME = pipeline
export VERILOG_FILES = /design/flow/design.v
export SDC_FILE = /design/flow/constraint.sdc
export NUM_CORES = 4
export LEC_CHECK = 1
export CORE_AREA = 10 10 101 101
export DIE_AREA = 0 0 111 111
```
**./constraint.sdc**
```tcl
current_design pipeline

set clk_period 6.6
set clk_io_pct 0.2

create_clock -name clk0 -period $clk_period [get_ports {clk}]

set non_clock_inputs [all_inputs -no_clocks]
set_input_delay [expr $clk_period * $clk_io_pct] -clock clk0 $non_clock_inputs
set_output_delay [expr $clk_period * $clk_io_pct] -clock clk0 [all_outputs]
```
**./design.v**
```verilog
`timescale 1ns / 1ps
module pipeline(
	in1,
	in2,
	in3,
	out,
	clk,
	rst_n
);
	input wire [9:0] in1	;
	input wire [9:0] in2	;
	input wire [9:0] in3	;
	input wire clk		;
	input wire rst_n	;
	output reg [11:0] out	;
	reg [10:0] temp_add1	;
	always @(posedge clk, negedge rst_n)
		begin	
		if (~rst_n)
		temp_add1 <= 11'b0;
		else
		temp_add1 <= (in1 + in2);
		end
	reg [9:0] temp_in3	;
	always @(posedge clk, negedge rst_n)
		begin
		if (~rst_n)
		temp_in3 <= 10'b0;
		else
		temp_in3 <= in3;
		end
	always @(posedge clk, negedge rst_n)
		begin
		if (~rst_n)
		out <= 12'b0;
		else
		out <= {1'b0, temp_add1} + {2'b0, temp_in3};
		end	
endmodule		
```
==> qor.txt <==
Post CTS Setup Buffer Count -> 0
global route overflow -> 0
max-cap violation count -> 0
top-count cell post-synth -> dfrtp_1
Slew @ Worst Pin -> 0.385 ns
mux share -> 0%
Die H -> 111 um
PD cells -> 265 nW/um^2
Synth area leader -> dfrtp_1
final tally of setup violations -> 0
Sw Pwr -> 0.152 mW
area grow syn2layout -> 39.7%
Hold Slack -> 0.481 ns
Crit-path slowest cell -> clkdlybuf4s50_1
Final Max Slew Viols -> 0
fmax -> 336 MHz
yosys stat cell total -> 138
CP cell instances -> clkdlybuf4s50_1, ha_1, inv_1, fa_1, nor2b_1, o21a_1, a311oi_2, a21oi_1, xor2_1
drt total wl -> 3250 um
area fraction in compound gates -> 16.0%
Synth Cell Area -> 1650 um^2
Num CTS Buffers -> 5
pin count of the biggest net entering global routing -> 34
via count -> 1124
post-synthesis xor/xnor area fraction -> 8.48%
input/output buffers -> 43
HP Class -> reg2reg
gr usage total -> 5.47%
drt initial violations -> 21
Critical Path RT -> 6.80 ns
fin crit share -> 45.1%
Area leader share -> 50.0%
Top Family by Delay on Critical Path -> adder cells
Pwr Total -> 0.613 mW
count of library flops with an enable pin -> 0
clock slew at reported path FFs -> 0.06 ns
Syn Area/Cell -> 12.0 um^2
wire per inst -> 11.1 um
Cell area leaders -> dfrtp_1 (50%), ha_1 (15%), xnor2_1 (6.4%)
CTS Sinks -> 33
Buf/Inv on CP -> 2
number of vias per cell -> 3.82
CP Class -> in2reg
final hold vios -> 0
Hold Buf Count CTS -> 0
Switching Fraction -> 24.9%
clock skew -> 0.00307 ns
Syn Inst Count -> 138
peak supply drop -> 0.0000974 V
main flop type after synthesis -> dfrtp_1
TritonCTS clock tree -> yes
Rows -> 33
routability congestion estimate -> 0.749
# fillers -> 821
setup tns final -> 0 ns
register share of total power -> 42.6%
Yosys reg bits -> 33
RSZ-0062 raised after global routing -> no
vias in the first global route -> 1252
first-pass GRT wire length -> 5780 um
total iterations of the first detailed-routing run -> 3
CP endpoint kind -> register
fa+ha+maj area frac -> 17.6%
crit path time final -> 2.98 ns
hpwl dp -> 2760 um
CTS resizes -> 0
Die W -> 111 um
# diodes -> 0
Log Warnings -> 25
htree depth -> 2
CTS Buffer Depth -> 2
antenna violations before repair -> 0
Final Util -> 28.4%
Simple-Gate Area Share -> 6.81%
max incr delay on CP -> 0.46 ns
crit path DAT -> 3.18 ns
Setup crit start kind -> primary input
die area -> 12300 um^2
worst r2r src -> temp_add1[0]
Static Leak -> 1.01 nW
top cells by count -> dfrtp_1 (33), ha_1 (20), a21oi_1 (13)
Synth logic family -> adder cells
Chip Area, Yosys -> 1650 um^2
Pre-Place Util -> 20.3%
CORE AREA -> 8130 um^2
Crit. Startpoint -> in1[0]
clk root buf -> clkbuf_8
combinational power share -> 33.9%
share of layout cells above drive strength 1 -> 6.88%
IO Pins -> 44
DRC violations left -> 0
min-delay src -> temp_in3[0]
status -> completed
fraction of registers with async set/reset -> 100%
synth warn -> 1
antenna viol nets, final -> 0
clock latency on the worst-skew pair -> 0.27 ns
Int Power -> 0.460 mW
Clk network pwr share -> 23.5%
Slew HR -> 74.3%
Seq share, synth -> 50.0%
Yosys cell types -> 29
crit-path max FO -> 3
final cells by class:
cell class                 instances  area (um^2)  area share, %
sequential                        33          826           35.8
multi-input combinational        100          808           35.0
timing repair buffer              44          438           19.0
tap                              105          131           5.69
clock buffer                       7         86.3           3.74
inverter                           5         18.8          0.813
power by group through the flow:
stage,Combinational [mW],Clock [mW],Sequential (mW)
CTS,0.213,0.149,0.262
global route,0.237,0.160,0.267
finish,0.208,0.144,0.261
metal layers:
metal | track usage, % | wire [um] | vias to the layer above
met1 | 6.23 | 1330 | 501
met4 | 0.955 | 73 | 0
met3 | 2.30 | 301 | 6
li1 | - | - | 589
met2 | 9.43 | 1550 | 28
met5 | 0 | 0 | -
registers in the layout, indices dropped and copies added (netlist names):
signal,cells
out,12
temp_add1,11
temp_in3,10
path summary, 6_finish.rpt:
path | end | slack [ns] | cells past startpoint
max | temp_add1[8] | 3.62 | 9
min | out[0] | 0.48 | 1
max reg2reg | out[10] | 4.50 | 7
min reg2reg | out[0] | 0.48 | 1
max in group asynchronous | out[10] | 4.88 | 2
min in group asynchronous | out[2] | 1.44 | 2
kinds of logic after synthesis:
kind of cell,after synthesis
flops,33
buf+inv,5
simple gates,23
fa+ha+maj,22
compound gates,39
xor+xnor,16
stage by stage:
step / worst slack [ns] / instance area [um^2] / instances
floorplan: 3.89 / 1650 / 138
finish: 3.62 / 2310 / 294
detailed placement: 3.32 / 2220 / 287
global placement: 3.36 / 2220 / 287
global route: 3.45 / 2310 / 294
CTS: 3.61 / 2310 / 294
cell usage in the layout (no fill, tap or decap):
cell type | Yosys | final
clkdlybuf4s50_1 | 0 | 43
dfrtp_1 | 33 | 33
ha_1 | 20 | 20
a21oi_1 | 13 | 13
xnor2_1 | 12 | 12
nand2_1 | 7 | 7
a21o_1 | 6 | 6
clkbuf_8 | 0 | 6
inv_1 | 5 | 5
nor2_1 | 5 | 5
o21ai_0 | 4 | 4
nor2b_1 | 4 | 4
xor2_1 | 4 | 4
o21a_1 | 3 | 3
a21o_2 | 2 | 2
nand3_1 | 2 | 2
a211oi_1 | 2 | 2
or3_1 | 2 | 2
fa_1 | 2 | 2
a41oi_1 | 1 | 1
o22ai_1 | 1 | 1
and3_2 | 1 | 1
a221oi_2 | 1 | 1
o21ai_1 | 1 | 1
o21bai_1 | 1 | 1
a311oi_2 | 1 | 1
and3_1 | 1 | 1
a31oi_1 | 1 | 1
o2111ai_1 | 1 | 1
or2_2 | 1 | 1
o211ai_1 | 1 | 1
clkbuf_1 | 0 | 1
buf_4 | 0 | 1
Power is estimated from default activity; no workload was simulated.
