--- design/flow/design.v ---
`timescale 1ns / 1ps
module multi_pipeline(  
	a0,
	b0,
	a1,
	b1,
	clk,
	out,
	rst_n
);
	input wire [9:0] a0;
	input wire [9:0] b0;
	input wire [9:0] a1;
	input wire [9:0] b1;
	input wire clk	;
	input wire rst_n;
	output reg [11:0] out;
	reg [10:0] temp_add1;
	always @(rst_n, clk)
		begin	
		if (~rst_n)
		temp_add1 = 11'b0;
		else
		temp_add1 = a0 + b0;
		end
	reg [10:0] temp_add2;
	always @(rst_n, clk)
		begin
		if (~rst_n)
		temp_add2 = 11'b0;
		else
		temp_add2 = a1 + b1;
		end
	always @(rst_n, clk)
		begin
		if (~rst_n)
		out = 12'b0;
		else
		out = temp_add1 + temp_add2;
		end
endmodule		
--- design/flow/run.sh ---
#!/bin/bash
# OpenROAD 26Q1-2900-gdf79404cd8, Yosys 0.63+post, stock flow scripts
make -C /OpenROAD-flow-scripts/flow DESIGN_CONFIG=/design/flow/config.mk WORK_HOME=/design/flow/orfs finish
--- design/flow/config.mk ---
export PLATFORM = sky130hd
export DESIGN_NAME = multi_pipeline
export DESIGN_NICKNAME = multi_pipeline
export VERILOG_FILES = /design/flow/design.v
export SDC_FILE = /design/flow/constraint.sdc
export NUM_CORES = 4
export LEC_CHECK = 1
export CORE_AREA = 10 10 82 82
export DIE_AREA = 0 0 92 92
--- design/flow/constraint.sdc ---
current_design multi_pipeline

set clk_period 10.1
set clk_io_pct 0.2

create_clock -name clk0 -period $clk_period

set non_clock_inputs [all_inputs -no_clocks]
set_input_delay [expr $clk_period * $clk_io_pct] -clock clk0 $non_clock_inputs
set_output_delay [expr $clk_period * $clk_io_pct] -clock clk0 [all_outputs]
==> reports/metrics.cfg <==
[synth]
adder_share_pct=31.2
synthXorXnorAreaFrac_pct=6.71
yosys_area_um2=1440
syn_area_um2=1440
logic_family=AND-OR/OR-AND gates
top_cells_by_count=31 x ha_1, 21 x nor2_1, 16 x a21oi_1, 13 x nand2_1
syn_inst=201
area_leaders=ha_1 27%, a21oi_1 5.6%, nor2_1 5.5%
synth_top_area_share_pct=27.0
largest_area_cell=ha_1
synthAoiAreaFrac_pct=32.3
postSynthSeqShare_pct=0
post-synth-top-count-cell=ha_1
avgSynthCellArea_um2=7.14
ys_cells=201
ys_sh_mux_pct=2.09
yosysWarnings=1
ys_sh_simple_pct=25.1
yosysUniqueCellTypes=39

[run]
warnings=33
maxCapViolCount=0

[setup_path]
critPathArrivalTime_ns=5.72
crit_type=in2out
crit_end=out[10]
cp_max_fo=7
critPathRequiredTime_ns=8.08
worstSetupStartpoint=a0[0]
end_kind=output port
critPathLaunchType=input pin

[layout]
final_util_pct=40.3
nClkBuffers=0
final_area_um2=2050
synthToLayoutAreaGrowth_pct=42.5
nFillCells=559
flops=0
seqCellArea_um2=0
drive_above_1_share_pct=2.39

[detailed_routing]
vias=1568
avgViaCountPerCell=4.88
wl_per_cell_um=11.8
antenna_left=0
first_iter_violations=65
wirelength_mm=3.77
first_pass_iters=4
antennaDiodeCount=0
post-route-drc-count=0

[floorplanning]
dieArea_um2=8460
fp-row-count=26
io_pins=54
die_x_um=92
core-area_um2=5070
dieHeight_um=92
fp_util_pct=28.3

[pwr]
cellLeakagePower_nw=0.877
power_density_nw_per_um2=64.3
vdd_drop_max_mv=0.0236

[sta]
relSlewSlack_pct=68.0
period_needed_ns=7.74
finalClockPeriodUsage_pct=76.6
slew_violations=0
tns_ns=0
rsz0062_at_grt=no
setup_viol=0
tightest_slew_ns=0.477
hold_viol_final=0
max_freq_mhz=129

[global_routing]
grt_pass1_wl_mm=6.63
antenna_found_initial=0
gr-total-overflow=0
grt_max_degree=23
grt_pass1_vias=1568
grt_usage_pct=8.86

[cts]
cts_setup_buffers=0
ctsResizeCount=0
cts_hold_buf=0

[hold_path]
min_path_type=in2out

[place]
dp_hpwl_mm=3.25
numPortBuffers=53
place_area_um2=2050
place.gp.congestion=0.826

[outcome]
outcome=completed

kinds of logic after synthesis:
group           after synthesis
mux                           3
buf+inv                      10
xor+xnor                     11
simple gates                 72
compound gates               71
fa+ha+maj                    34
worst min path at each step:
stage     startpoint  endpoint  slack [ns]  cells past startpoint
4_1_cts        rst_n   out[10]        5.19                      5
6_report       rst_n   out[10]        5.16                      5
5_1_grt        rst_n   out[10]        5.23                      5
per-layer routing:
layer	routed length, um	up-vias	GRT usage (%)
met5	0	-	0
met2	1730	38	15.5
met4	0	0	0
met1	1820	671	11.8
li1	-	859	-
met3	229	0	1.57
per-stage QoR:
| stage | power (mW) | setup slack [ns] | hold WS (ns) | instances |
|---|---|---|---|---|
| global placement | 0.131 | 2.36 | 5.18 | 321 |
| global route | 0.150 | 2.11 | 5.23 | 321 |
| CTS | 0.133 | 2.34 | 5.19 | 321 |
| detailed placement | 0.132 | 2.34 | 5.19 | 321 |
| finish | 0.131 | 2.36 | 5.16 | 321 |
| floorplan | 0.0837 | 3.49 | 4.12 | 201 |
area by class of cell:
type                       instances  area, um^2  area share [%]
timing repair buffer              54         538            26.3
multi-input combinational        191        1400            68.3
tap                               70        87.6            4.28
inverter                           6        22.5            1.10
power by group:
group | switching (mW) | internal (mW) | total (mW)
Combinational | 0.0606 | 0.0709 | 0.131
Sequential | 0 | 0 | 0
Clock | 0 | 0 | 0
Total | 0.0606 | 0.0709 | 0.131
worst max-delay path: stages:
cell and delay (ns):
clkdlybuf4s50_1 0.40, ha_1 0.24, fa_1 0.45, a211oi_2 0.24, nor2_1 0.10, or3_1 0.37, and3_4 0.19, nor3_2 0.17
ha_1 0.33, a21oi_1 0.20, nand2_1 0.08, a21oi_1 0.14, o21a_1 0.15, mux2i_1 0.17, clkdlybuf4s50_1 0.47
placed cells by master (no fill, tap or decap), types with 2 or more instances in the layout:
| cell type | netlist | layout |
|---|---|---|
| clkdlybuf4s50_1 | 0 | 53 |
| ha_1 | 31 | 31 |
| nor2_1 | 21 | 21 |
| a21oi_1 | 16 | 16 |
| nand2_1 | 13 | 13 |
| o21ai_1 | 9 | 9 |
| o21ai_0 | 9 | 9 |
| a21o_1 | 8 | 8 |
| nor3_1 | 8 | 8 |
| o21a_1 | 8 | 8 |
| a211oi_1 | 7 | 7 |
| xor2_1 | 7 | 7 |
| inv_1 | 5 | 5 |
| nand4_1 | 5 | 5 |
| nand3_1 | 5 | 5 |
| and2_1 | 4 | 4 |
| nand2b_1 | 4 | 4 |
| xnor2_1 | 4 | 4 |
| or3_1 | 3 | 3 |
| mux2i_1 | 3 | 3 |
| nor2b_1 | 3 | 3 |
| fa_1 | 3 | 3 |
| a211oi_2 | 2 | 2 |
| o21bai_1 | 2 | 2 |
| and3_1 | 2 | 2 |
| nand3b_1 | 2 | 2 |
Power and IR drop assume default switching activity.
