==> design/flow/design.v <==
`timescale 1ns / 1ps
module adder(
	in0,
	in1,
	in2,
	in3,
	clk,
	rst_n,
	out
);
	input wire [13:0] in0;
	input wire [13:0] in1;
	input wire [13:0] in2;
	input wire [13:0] in3;
	input wire clk;
	input wire rst_n;
	output reg [16:0] out;
	reg [14:0] temp_add1;
	reg [14:0] temp_add2;
	always @(posedge clk, negedge rst_n)
	begin
	if(~rst_n)
	temp_add1 <= 15'b0;
	else
	temp_add1 <= (in0 + in1);
	end
	always @(posedge clk, negedge rst_n)
	begin
	if(~rst_n)
	temp_add2 <= 15'b0;
	else
	temp_add2 <= (in2 + in3);
	end
	always @(posedge clk, negedge rst_n)
	begin
	if(~rst_n)
	out <= 17'b0;
	else
	out <= (temp_add1 + temp_add2);
	end
endmodule
==> design/flow/run.sh <==
#!/bin/bash
# OpenROAD 26Q1-2900-gdf79404cd8, Yosys 0.63+post, stock flow scripts
make -C /OpenROAD-flow-scripts/flow DESIGN_CONFIG=/design/flow/config.mk WORK_HOME=/design/flow/orfs finish
==> design/flow/config.mk <==
export PLATFORM = sky130hd
export DESIGN_NAME = adder
export DESIGN_NICKNAME = adder
export VERILOG_FILES = /design/flow/design.v
export SDC_FILE = /design/flow/constraint.sdc
export NUM_CORES = 4
export LEC_CHECK = 1
export CORE_UTILIZATION = 30
==> design/flow/constraint.sdc <==
current_design adder

set clk_period 6.1
set clk_io_pct 0.2

create_clock -name clk0 -period $clk_period [get_ports {clk}]

set non_clock_inputs [all_inputs -no_clocks]
set_input_delay [expr $clk_period * $clk_io_pct] -clock clk0 $non_clock_inputs
set_output_delay [expr $clk_period * $clk_io_pct] -clock clk0 [all_outputs]
==> run summary <==
Flow results are below.

- The run finished with clean final reports.
- The count of different cell masters after synthesis is 43, for reference.
- The area growth from synthesis to layout is 31.4%, for reference.
- The clock period could shrink to ~3200 ps.
- The library cell with the highest instance count after synthesis is sky130_fd_sc_hd__dfrtp_1, for reference.
- RePlAce ended its routability-driven mode at a weighted congestion of 0.884.
- TritonCTS reports the number of clock sinks as 46.
- Looking at the max-slew report, the worst-margin pin has a slew of 553 ps.
- TritonCTS built the clock tree.
- In the CTS report, the clock slew at the register clock pins of the worst setup and hold paths is listed as 80 ps.
- The script logs the mean routed wire length per placed instance as approximately 12 µm.
- The synthesis-stage register bit count is approximately 46, for reference.
- The number of antenna diodes in the final layout is 0.
- Per the synthesis report, the single largest cell type by area occupies between 30% and 40% of cell area.
- CTS added clock buffers totalling 5.
- Yosys mapped a number of flops with a built-in enable equal to 0.
- Entering global routing, the biggest net connects about 47 pins.
- The tree is rooted in a sky130_fd_sc_hd__clkbuf_8.
- The worst voltage drop across the vdd grid is ~130 µV, for reference.
- The count of warning messages emitted by the tools is 25, for reference.
- The critical path capture point type is a register, for reference.
- The run reported a max-capacitance violation count of 0.
- The wire length of the first global-routing pass is 11200 µm, for reference.
- The final tally of max-slew violations is 0, for reference.
- The number of cells upsized or downsized after cts is 0, for reference.
- In the synthesized netlist the async set-or-reset flop fraction comes to ~100%.
- The first detailed-routing pass ran for 4 iterations.
- The pre-CTS setup check shows a worst slack of between 2000 and 3000 ps.
- The cell type with the largest total area after synthesis is sky130_fd_sc_hd__dfrtp_1, for reference.
- The cell count after synthesis came out at approximately 320.
- The area of the core region is approximately 0.0099 mm², for reference.
- The total of hold buffers inserted after clock tree synthesis is 0, for reference.
- The critical path maximum fanout is 4.
- The final timing summary puts the cycle share of the worst path at a little over half.
- After synthesis the cells add up to approximately 0.0031 mm².
- Detailed routing inserted a total of ~2500 vias.
- CTS reports a maximum clock tree buffer depth of 2.
- The worst-case headroom to the max-slew limit is about 63%, for reference.
- For the worst-skew pair, the clock arrives at the later sink with an insertion delay of around 290 ps.
- After synthesis, the chip area reported by Yosys is ~0.0031 mm².
- According to the hold report, the worst path is of the reg -> reg type.
- According to the I/O placement log, the pin count is approximately 75.
- The final cell utilization of the core is about two fifths, for reference.
- The leakage dissipation is 1.79 nW, for reference.
- The sum of overflow across all layers after global routing is 0, for reference.
- For reference, the top cells by count after synthesis are 46 x sky130_fd_sc_hd__dfrtp_1, 43 x sky130_fd_sc_hd__ha_1, 34 x sky130_fd_sc_hd__nor2_1.
- The most used flip-flop cell after synthesis is sky130_fd_sc_hd__dfrtp_1, for reference.
- Per the finish-stage timing summary, setup violations number 0.
- The portion of the post-synthesis area used by sequential elements is a little under two fifths, for reference.
- The horizontal die dimension reported for this design is 104 µm.
- Across every metal layer, demand over resource in global routing totals approximately an eighth.
- The remaining antenna violation count is 0, for reference.
- The tightest hold path in the finished design has a slack of roughly 470 ps.
- Of the cells placed in the final design, the portion with a size suffix greater than 1 is under 10%.
- According to the timing report, the data required time at the worst endpoint equals 6320 ps.
- In this run the power density over the cells is between 200 and 300 mW/mm².
- The H-tree depth reported by CTS is 2, for reference.
- The summed negative setup slack over all endpoints is 0 ps, for reference.
- At the floorplan stage, the core utilization is reported as 31.5%.
- Buffers placed on the I/O ports in this run total ~73.
- The residual DRC count is 0, for reference.
- Row generation in the floorplan step produced 36 rows.
- The post-layout worst setup margin is between 2000 and 3000 ps, for reference.
- In this run the vertical extent of the chip is 104 µm.
- Static timing analysis puts the maximum clock frequency at about 310 MHz.
- STA classifies the critical path startpoint as an input pin.
- After synthesis, the mean cell area works out to slightly below 10 µm².
- Setup repair after global routing left no endpoint under its margin.
- The number of global-route vias before repair is around 2500, for reference.
- Per the Yosys statistics, synthesis produced about 320 cells.
- The critical setup path kind is in -> reg, for reference.
- Yosys attributes the largest share of cell area to sky130_fd_sc_hd__dfrtp_1 37%, sky130_fd_sc_hd__ha_1 17%, sky130_fd_sc_hd__xnor2_1 5.9%.
- The warning tally printed by Yosys for this design is 1.
- Across the routed clock network, the largest skew measured is ~3.0 ps.
- The initial antenna violation count is 0.
- The via density per instance is about 4.7, for reference.
- For this run the detailed placement stage logged an HPWL of just over 5000 µm.
- The wire length recorded after detailed routing is roughly 6300 µm.
- According to the floorplan report, the total die area is around 0.011 mm².
- The number of DRC markers after the initial detailed-route iteration is about 60, for reference.
- In this run the post-CTS setup repair buffer count came out at 0.
- The data arrival time at the worst-slack endpoint is roughly 3400 ps, for reference.
- Counting endpoints that fail hold in the final report gives 0.
[through the flow]
step                cell area (µm²)  std cells  power (mW)
CTS                            4100        530        1.18
global placement               4000        522       0.983
floorplan                      3120        318       0.769
global route                   4100        530        1.28
detailed placement             4000        522       0.986
finish                         4100        530        1.17
[cells by family after synthesis]
logic type | count (synthesis) | synth area share (%)
AOI/OAI and AO/OA | 106 | 22.3
and+or+nand+nor | 78 | 11.4
adders and majority gates | 46 | 19.2
DFF | 46 | 36.9
xor gates and xnor gates | 30 | 8.42
buffers and inverters | 10 | 1.36
other | 1 | 0.120
muxes | 1 | 0.361
[cell type report]
type                    count  area, µm²
clock buffers               6       82.6
clock inverters             2       12.5
fillers                   950       5810
inverters                   7       26.3
multi-input cells         262       1930
flip-flops and latches     46       1150
well taps                 133        166
repair buffers             74        733
[state kept, by name, summed over array words and instances, names as in the netlist]
register	flops
out	16
temp_add1	15
temp_add2	15
[final timing paths]
| kind | slack [ps] | startpoint | cells after the start | end |
|---|---|---|---|---|
| max reg2reg | 3840 | temp_add1[0]$_DFF_PN0_ | 8 | out[14]$_DFF_PN0_ |
| min in group asynchronous | 990 | rst_n | 2 | temp_add1[0]$_DFF_PN0_ |
| min | 470 | temp_add2[0]$_DFF_PN0_ | 1 | out[0]$_DFF_PN0_ |
| max in group asynchronous | 4730 | rst_n | 2 | temp_add2[9]$_DFF_PN0_ |
| min reg2reg | 470 | temp_add2[0]$_DFF_PN0_ | 1 | out[0]$_DFF_PN0_ |
| max | 2900 | in2[0] | 9 | temp_add2[12]$_DFF_PN0_ |
[where the power goes]
| group | switching, mW | total [mW] | leakage, nW | internal, mW |
|---|---|---|---|---|
| Clock | 0.101 | 0.192 | 0.0472 | 0.0911 |
| Sequential | 0.0283 | 0.424 | 0.537 | 0.396 |
| Combinational | 0.244 | 0.551 | 1.21 | 0.306 |
[cell usage in the layout, fill, tap and decap left out, types with 2 or more instances in the layout]
cell type / synthesis / layout
sky130_fd_sc_hd__a31oi_1: 4 / 4
sky130_fd_sc_hd__o21ai_0: 19 / 19
sky130_fd_sc_hd__o21ai_1: 2 / 2
sky130_fd_sc_hd__clkbuf_8: 0 / 6
sky130_fd_sc_hd__nor3_1: 5 / 5
sky130_fd_sc_hd__o21bai_1: 7 / 7
sky130_fd_sc_hd__nand2_1: 14 / 14
sky130_fd_sc_hd__nor2_1: 34 / 34
sky130_fd_sc_hd__a21boi_0: 3 / 3
sky130_fd_sc_hd__a21oi_2: 3 / 3
sky130_fd_sc_hd__o211ai_1: 2 / 2
sky130_fd_sc_hd__and3_1: 4 / 4
sky130_fd_sc_hd__nand3_1: 8 / 8
sky130_fd_sc_hd__a21oi_1: 32 / 32
sky130_fd_sc_hd__xor2_1: 9 / 9
sky130_fd_sc_hd__xnor2_1: 21 / 21
sky130_fd_sc_hd__fa_1: 3 / 3
sky130_fd_sc_hd__nor2b_1: 4 / 4
sky130_fd_sc_hd__clkdlybuf4s50_1: 0 / 72
sky130_fd_sc_hd__a211oi_1: 4 / 4
sky130_fd_sc_hd__nand2b_1: 2 / 2
sky130_fd_sc_hd__ha_1: 43 / 43
sky130_fd_sc_hd__o21a_1: 3 / 3
sky130_fd_sc_hd__inv_1: 7 / 7
sky130_fd_sc_hd__dfrtp_1: 46 / 46
sky130_fd_sc_hd__a21o_1: 17 / 17
sky130_fd_sc_hd__nand4_1: 4 / 4
[routing by layer]
layer	share of wire, %	wire (µm)	GRT usage [%]	vias to the layer above
li1	-	-	-	1311
met3	5.3	333	1.72	14
met4	2.4	154	2.65	0
met2	47	2930	21.9	62
met5	0	0	0	-
met1	46	2870	17.5	1094
[critical path, stage by stage]
cell	delay, ps
sky130_fd_sc_hd__clkdlybuf4s50_1	400
sky130_fd_sc_hd__ha_1	230
sky130_fd_sc_hd__fa_1	400
sky130_fd_sc_hd__a21oi_1	230
sky130_fd_sc_hd__o21ai_1	130
sky130_fd_sc_hd__a21oi_2	250
sky130_fd_sc_hd__o21bai_1	140
sky130_fd_sc_hd__a311oi_2	290
sky130_fd_sc_hd__xnor2_1	140
Power and IR drop assume default switching activity.
